### /design/flow/run.sh
#!/bin/bash
# OpenROAD 26Q1-2900-gdf79404cd8, Yosys 0.63+post, stock flow scripts
make -C /OpenROAD-flow-scripts/flow DESIGN_CONFIG=/design/flow/config.mk WORK_HOME=/design/flow/orfs finish
### /design/flow/constraint.sdc
current_design knn_basys3_top

set clk_period 3.0
set clk_io_pct 0.2

create_clock -name clk0 -period $clk_period [get_ports {clk}]

set non_clock_inputs [all_inputs -no_clocks]
set_input_delay [expr $clk_period * $clk_io_pct] -clock clk0 $non_clock_inputs
set_output_delay [expr $clk_period * $clk_io_pct] -clock clk0 [all_outputs]
### /design/flow/config.mk
export PLATFORM = sky130hd
export DESIGN_NAME = knn_basys3_top
export DESIGN_NICKNAME = knn_basys3_top
export VERILOG_FILES = /design/flow/design.v
export SDC_FILE = /design/flow/constraint.sdc
export NUM_CORES = 4
export LEC_CHECK = 1
export CORE_UTILIZATION = 30
### /design/flow/design.v
module knn_classifier #(
    parameter DATA_WIDTH = 8,
    parameter NUM_FEATURES = 2,
    parameter NUM_TRAINING = 50,
    parameter K_VALUE = 3
)(
    input wire clk,
    input wire rst,
    input wire start,
    input wire [DATA_WIDTH*NUM_FEATURES-1:0] test_data,
    input wire [DATA_WIDTH-1:0] k_value,
    output reg predicted_class,
    output reg done
);
    localparam IDLE = 3'd0;
    localparam CALC_DISTANCE = 3'd1;
    localparam FIND_MIN_INIT = 3'd2;
    localparam FIND_MIN = 3'd3;
    localparam MARK_MIN = 3'd4;
    localparam CLASSIFY = 3'd5;
    localparam DONE_STATE = 3'd6;
    reg [2:0] state;
    reg [6:0] i_reg;
    reg [6:0] k_counter;
    reg [6:0] min_idx;
    reg [12:0] min_dist;
    reg [DATA_WIDTH-1:0] training_data1 [0:NUM_TRAINING-1];
    reg [DATA_WIDTH-1:0] training_data2 [0:NUM_TRAINING-1];
    reg training_label [0:NUM_TRAINING-1];
    reg [12:0] training_distance [0:NUM_TRAINING-1];
    reg used [0:NUM_TRAINING-1];
    reg [DATA_WIDTH-1:0] test_feature1, test_feature2;
    reg [6:0] k_reg;
    reg [6:0] freq_class0, freq_class1;
    integer idx;
    initial begin
        training_data1[0] = 8'd1;   training_data2[0] = 8'd12;  training_label[0] = 0;
        training_data1[1] = 8'd2;   training_data2[1] = 8'd5;   training_label[1] = 0;
        training_data1[2] = 8'd5;   training_data2[2] = 8'd3;   training_label[2] = 1;
        training_data1[3] = 8'd3;   training_data2[3] = 8'd2;   training_label[3] = 1;
        training_data1[4] = 8'd3;   training_data2[4] = 8'd6;   training_label[4] = 0;
        training_data1[5] = 8'd7;   training_data2[5] = 8'd8;   training_label[5] = 1;
        training_data1[6] = 8'd8;   training_data2[6] = 8'd2;   training_label[6] = 1;
        training_data1[7] = 8'd1;   training_data2[7] = 8'd9;   training_label[7] = 0;
        training_data1[8] = 8'd4;   training_data2[8] = 8'd7;   training_label[8] = 0;
        training_data1[9] = 8'd6;   training_data2[9] = 8'd4;   training_label[9] = 1;
        for (idx = 10; idx < NUM_TRAINING; idx = idx + 1) begin
            training_data1[idx] = 8'd5;
            training_data2[idx] = 8'd5;
            training_label[idx] = idx[0];
        end
    end
    always @(posedge clk or posedge rst) begin
        if (rst) begin
            state <= IDLE;
            i_reg <= 0;
            k_counter <= 0;
            k_reg <= K_VALUE;
            predicted_class <= 0;
            done <= 0;
            freq_class0 <= 0;
            freq_class1 <= 0;
            min_idx <= 0;
            min_dist <= 13'h1FFF;
            test_feature1 <= 0;
            test_feature2 <= 0;
            for (idx = 0; idx < NUM_TRAINING; idx = idx + 1)
                used[idx] <= 0;
        end else begin
            case (state)
                IDLE: begin
                    done <= 0;
                    if (start) begin
                        test_feature1 <= test_data[15:8];
                        test_feature2 <= test_data[7:0];
                        k_reg <= (k_value > 0 && k_value <= NUM_TRAINING) ? k_value : K_VALUE;
                        i_reg <= 0;
                        k_counter <= 0;
                        freq_class0 <= 0;
                        freq_class1 <= 0;
                        for (idx = 0; idx < NUM_TRAINING; idx = idx + 1)
                            used[idx] <= 0;
                        state <= CALC_DISTANCE;
                    end
                end
                CALC_DISTANCE: begin
                    if (i_reg < NUM_TRAINING) begin
                        training_distance[i_reg] <= 
                            ((test_feature1 > training_data1[i_reg]) ? 
                             (test_feature1 - training_data1[i_reg]) : 
                             (training_data1[i_reg] - test_feature1)) +
                            ((test_feature2 > training_data2[i_reg]) ? 
                             (test_feature2 - training_data2[i_reg]) : 
                             (training_data2[i_reg] - test_feature2));
                        i_reg <= i_reg + 1;
                    end else begin
                        i_reg <= 0;
                        state <= FIND_MIN_INIT;
                    end
                end
                FIND_MIN_INIT: begin
                    min_dist <= 13'h1FFF;
                    min_idx <= 0;
                    i_reg <= 0;
                    state <= FIND_MIN;
                end
                FIND_MIN: begin
                    if (i_reg < NUM_TRAINING) begin
                        if (!used[i_reg] && training_distance[i_reg] < min_dist) begin
                            min_dist <= training_distance[i_reg];
                            min_idx <= i_reg;
                        end
                        i_reg <= i_reg + 1;
                    end else begin
                        state <= MARK_MIN;
                    end
                end
                MARK_MIN: begin
                    used[min_idx] <= 1;
                    if (training_label[min_idx] == 0)
                        freq_class0 <= freq_class0 + 1;
                    else
                        freq_class1 <= freq_class1 + 1;
                    k_counter <= k_counter + 1;
                    if (k_counter + 1 >= k_reg)
                        state <= CLASSIFY;
                    else
                        state <= FIND_MIN_INIT;
                end
                CLASSIFY: begin
                    predicted_class <= (freq_class1 > freq_class0) ? 1 : 0;
                    done <= 1;
                    state <= DONE_STATE;
                end
                DONE_STATE: begin
                    if (!start) begin
                        done <= 0;
                        state <= IDLE;
                    end
                end
            endcase
        end
    end
endmodule
module knn_basys3_top (
    input wire clk,               
    input wire btnC,              
    input wire btnU,              
    input wire [7:0] sw,          
    input wire [1:0] sw_feature,  
    output wire [15:0] led,       
    output wire [6:0] seg,        
    output wire [3:0] an          
);
    reg rst_sync, start_sync;
    reg [7:0] test_feature1, test_feature2;
    reg [15:0] test_data_reg;
    wire predicted_class;
    wire done;
    reg [19:0] btn_counter_rst, btn_counter_start;
    reg btnC_prev, btnU_prev;
    reg btnC_debounced, btnU_debounced;
    reg [1:0] input_state;
    localparam INPUT_FEATURE1 = 2'd0;
    localparam INPUT_FEATURE2 = 2'd1;
    localparam INPUT_READY = 2'd2;
    localparam INPUT_PROCESSING = 2'd3;
    always @(posedge clk) begin
        btnC_prev <= btnC;
        if (btnC && !btnC_prev) begin
            btn_counter_rst <= 20'd0;
        end else if (btn_counter_rst < 20'd1000000) begin
            btn_counter_rst <= btn_counter_rst + 1;
        end
        if (btn_counter_rst == 20'd999999) begin
            btnC_debounced <= 1;
        end else begin
            btnC_debounced <= 0;
        end
    end
    always @(posedge clk) begin
        btnU_prev <= btnU;
        if (btnU && !btnU_prev) begin
            btn_counter_start <= 20'd0;
        end else if (btn_counter_start < 20'd1000000) begin
            btn_counter_start <= btn_counter_start + 1;
        end
        if (btn_counter_start == 20'd999999) begin
            btnU_debounced <= 1;
        end else begin
            btnU_debounced <= 0;
        end
    end
    always @(posedge clk) begin
        if (btnC_debounced) begin
            input_state <= INPUT_FEATURE1;
            test_feature1 <= 8'd0;
            test_feature2 <= 8'd0;
            rst_sync <= 1;
            start_sync <= 0;
        end else begin
            rst_sync <= 0;
            case (input_state)
                INPUT_FEATURE1: begin
                    if (btnU_debounced) begin
                        test_feature1 <= sw;
                        input_state <= INPUT_FEATURE2;
                    end
                end
                INPUT_FEATURE2: begin
                    if (btnU_debounced) begin
                        test_feature2 <= sw;
                        input_state <= INPUT_READY;
                        test_data_reg <= {test_feature1, sw};
                    end
                end
                INPUT_READY: begin
                    if (btnU_debounced) begin
                        start_sync <= 1;
                        input_state <= INPUT_PROCESSING;
                    end
                end
                INPUT_PROCESSING: begin
                    start_sync <= 0;
                    if (done) begin
                        input_state <= INPUT_FEATURE1;
                    end
                end
            endcase
        end
    end
    knn_classifier #(
        .DATA_WIDTH(8),
        .NUM_FEATURES(2),
        .NUM_TRAINING(50),
        .K_VALUE(3)
    ) knn_inst (
        .clk(clk),
        .rst(rst_sync),
        .start(start_sync),
        .test_data(test_data_reg),
        .k_value(8'd3),
        .predicted_class(predicted_class),
        .done(done)
    );
    assign led[7:0] = test_feature1;      
    assign led[15:8] = test_feature2;     
    assign led[0] = (input_state == INPUT_FEATURE1);   
    assign led[1] = (input_state == INPUT_FEATURE2);   
    assign led[2] = (input_state == INPUT_READY);      
    assign led[3] = (input_state == INPUT_PROCESSING);  
    assign led[14] = done;                
    assign led[15] = predicted_class;     
    reg [31:0] display_counter;
    reg [1:0] digit_select;
    reg [3:0] digit_value;
    always @(posedge clk) begin
        if (btnC_debounced) begin
            display_counter <= 0;
            digit_select <= 0;
        end else begin
            if (display_counter >= 100000) begin
                display_counter <= 0;
                digit_select <= digit_select + 1;
            end else begin
                display_counter <= display_counter + 1;
            end
        end
    end
    always @(*) begin
        case (digit_select)
            2'd0: digit_value = test_feature1[3:0];     
            2'd1: digit_value = test_feature1[7:4];     
            2'd2: digit_value = test_feature2[3:0];     
            2'd3: digit_value = test_feature2[7:4];     
            default: digit_value = 4'd0;
        endcase
    end
    assign an = ~(4'b0001 << digit_select);
    seven_segment_decoder seg_decoder (
        .digit(digit_value),
        .segments(seg)
    );
endmodule
module seven_segment_decoder (
    input wire [3:0] digit,
    output reg [6:0] segments   
);
    always @(*) begin
        case (digit)
            4'h0: segments = 7'b1000000;  
            4'h1: segments = 7'b1111001;  
            4'h2: segments = 7'b0100100;  
            4'h3: segments = 7'b0110000;  
            4'h4: segments = 7'b0011001;  
            4'h5: segments = 7'b0010010;  
            4'h6: segments = 7'b0000010;  
            4'h7: segments = 7'b1111000;  
            4'h8: segments = 7'b0000000;  
            4'h9: segments = 7'b0010000;  
            4'hA: segments = 7'b0001000;  
            4'hB: segments = 7'b0000011;  
            4'hC: segments = 7'b1000110;  
            4'hD: segments = 7'b0100001;  
            4'hE: segments = 7'b0000110;  
            4'hF: segments = 7'b0001110;  
            default: segments = 7'b1111111;  
        endcase
    end
endmodule
==> out/metrics.yaml <==
synthesis:
  ys_chip_area_um2: 36300
  synth_cell_types: 92
  ys_cells: 2685
  synth.yosys.warnings: 5
  async_flop_share_pct: 13.8
  yosys.area.top_type: "edfxtp_1"
  postSynthSeqShare_pct: 68.7
  flop_cell: "edfxtp_1"
  topCellsByArea: "edfxtp_1, dfrtp_1, a22oi_1"
  yosysTopAreaCellShare_pct: 55.0
  ys_ff: 883
  edf_count: 665
outcome:
  lastStage: "synthesis (1_2_yosys)"
  status: "aborted with a tool error"
  tool.error: "ERROR: Found 2 problems in 'check -assert'."
kinds of logic after synthesis:
logic type               share of synthesized area (%)
flip-flops                                        68.7
other                                           0.0103
multiplexers                                      1.83
XOR/XNOR                                          1.76
AND-OR/OR-AND                                     11.9
adder cells (fa/ha/maj)                           2.82
AND/OR/NAND/NOR                                   10.3
buffers and inverters                             2.69
synthesized netlist by cell type (all sizes together), types with 53 or more instances:
cell	instances
a21oi	79
nand4	53
dfxtp	96
nor2	219
nor3	71
edfxtp	665
clkbuf	90
a22oi	279
nand3	55
inv	88
nand2	181
dfrtp	108
ha	74
