===== flow/design.v =====
module distance_calc (
    input  [7:0] a,
    input  [7:0] b,
    output [8:0] dist
);
    assign dist = (a > b) ? (a - b) : (b - a);
endmodule
module knn_top (
    input        clk,
    input        rst,
    input        start,
    input  [7:0] test_data,
    output reg [7:0] best_label,
    output reg       done
);
    reg [2:0] index;
    reg [8:0] min_dist;
    reg [7:0] train_mem [0:4];
    reg [7:0] label_mem [0:4];
    wire [8:0] curr_dist;
    distance_calc D0 (
        .a(test_data),
        .b(train_mem[index]),
        .dist(curr_dist)
    );
    initial begin
        train_mem[0] = 8'd10; label_mem[0] = 8'd1;
        train_mem[1] = 8'd25; label_mem[1] = 8'd2;
        train_mem[2] = 8'd40; label_mem[2] = 8'd3;
        train_mem[3] = 8'd60; label_mem[3] = 8'd4;
        train_mem[4] = 8'd90; label_mem[4] = 8'd5;
    end
    always @(posedge clk) begin
        if (rst) begin
            index <= 0;
            min_dist <= 9'h1FF;
            best_label <= 0;
            done <= 0;
        end else if (start && !done) begin
            if (curr_dist < min_dist) begin
                min_dist <= curr_dist;
                best_label <= label_mem[index];
            end
            if (index == 4) begin
                done <= 1;
            end else begin
                index <= index + 1;
            end
        end
    end
endmodule

===== flow/run.sh =====
#!/bin/bash
# OpenROAD 26Q1-2900-gdf79404cd8, Yosys 0.63+post, stock flow scripts
make -C /OpenROAD-flow-scripts/flow DESIGN_CONFIG=/design/flow/config.mk WORK_HOME=/design/flow/orfs finish

===== flow/config.mk =====
export PLATFORM = sky130hd
export DESIGN_NAME = knn_top
export DESIGN_NICKNAME = knn_top
export VERILOG_FILES = /design/flow/design.v
export SDC_FILE = /design/flow/constraint.sdc
export NUM_CORES = 4
export LEC_CHECK = 1
export CORE_UTILIZATION = 30

===== flow/constraint.sdc =====
current_design knn_top

set clk_period 8.3
set clk_io_pct 0.2

create_clock -name clk0 -period $clk_period [get_ports {clk}]

set non_clock_inputs [all_inputs -no_clocks]
set_input_delay [expr $clk_period * $clk_io_pct] -clock clk0 $non_clock_inputs
set_output_delay [expr $clk_period * $clk_io_pct] -clock clk0 [all_outputs]

==> flow_summary.toml <==
# yosys + openroad results
[finish]
n_fill_cell = 542
area_growth_pct = 14.8
layout-drive-gt1-share_pct = 7.11
seq_area_um2 = 440
logic_area_um2 = 1060

[logic_synthesis]
ys_ff = 22
synth-edff-count = 0
ys_cells = 199
ys_seq_share_pct = 26.3
yosys.area.top_type_share_pct = 26.3
top_cells_by_area = "dfxtp_1 26%, ha_1 17%, inv_1 7.4%, a21oi_1 5.4%, nand2_1 3.8%"
syn_inst = 199
synth.avg_cell_area_um2 = 8.40
top_cell = "inv_1"
yosys_warnings = 1
synthFlopType = "dfxtp_1"
synth_cell_types = 44
top_area_cell = "dfxtp_1"
top_cells_by_count = "33 x inv_1, 23 x ha_1, 22 x dfxtp_1"
synth_area_um2 = 1670
async_flop_share_pct = 0
yosys_area_um2 = 1670

[die]
die-area_um2 = 5870
pin_count = 20
core_um2 = 5240
fp_util_pct = 31.9
die_w_um = 76.6
rows = 26
die.size.y_um = 76.6

[setup_path]
rr_startpoint = "D0.b[5]$_SDFF_PP0_"
critical_path_class = "input pin to register"
reg2reg_setup_slack_ns = 4.42
crit_path_start_kind = "input pin"
cp-end-kind = "register"
crit_path_max_fanout = 13
regToRegEndpoint = "min_dist[3]$_SDFFE_PP1P_"
setup.worst_path.start = "test_data[5]"
crit_path_end = "min_dist[3]$_SDFFE_PP1P_"
reg2reg_depth = 13
worst_ep_arrival_time_ns = 5.64
critPathRequiredTime_ns = 8.46

[sta]
skew_ns = 0.00570
timing.slew.headroom_pct = 45.1
timing.hold.ws_ns = 0.459
worstMarginPinSlew_ns = 0.820
fmax_ghz = 0.182
period_minus_slack_ns = 5.48
fin_crit_sh_pct = 66.1
tns_ns = 0
finalSetupViolations = 0
rsz0062_at_grt = "no"
hold_viol_final = 0
slew_viol_final = 0

[drt]
avgRoutedWirePerCell_um = 10.6
drc_errors = 0
drt_iter0_drc = 50
antennaDiodeCount = 0
vias_per_cell = 4.51
totalWireLength_um = 2970
drt_first_pass_iters = 4
route.vias.total = 1268
ant_nets = 0

[place]
gp_congestion = 0.920
hpwl_um = 2460
portBuffers = 14

[clock_network]
worstSkewPairLatency_ns = 0.26
cts_tree = "done"
post_cts_buffers = 0
cts.root.buffer_cell = "clkbuf_8"
numClockSinks = 22
ctsHoldBuffers = 0
numCtsBuffers = 3
max-clock-path-buffers = 2
cts_max_level = 1
clk_pin_slew_ns = 0.08
cts.repair.resized = 0

[grt]
grt_max_degree = 14
grt_pass1_vias = 1196
grt_pass1_wl_um = 5460
antenna_found_initial = 0
grt_usage_pct = 11.5
grt-ovfl-total = 0

[power_and_ir_drop]
p_per_area_nw_per_um2 = 178
p_leak_nw = 0.891
irDropWorstVdd_mv = 0.113

[outcome]
status = "finished, final reports clean"

[job]
drv_cap = 0
warning_count = 32

[hold_path]
hold_class = "register to register"
[per-stage QoR]
step	worst slack [ns]	instances	cell area, µm²	power [mW]	util, %
final	2.82	281	1920	0.341	36.6
after floorplan	3.70	203	1690	0.219	-
after global placement	2.52	277	1850	0.245	35.3
after CTS	2.78	281	1920	0.346	36.6
after global routing	2.37	281	1920	0.370	36.6
after detailed placement	2.53	277	1850	0.246	35.3
[power by group]
group          total, mW  switching, mW  internal, mW
combinational      0.117         0.0628        0.0543
sequential         0.125        0.00688         0.118
clock             0.0994         0.0350        0.0644
[flip-flops by register name, summed over array words and instances, names as in the netlist]
| register | count |
|---|---|
| done | 1 |
| min_dist | 9 |
| D0.b | 6 |
| index | 3 |
| best_label | 3 |
[worst min-delay path by stage]
| stage | start | endpoint | cells past startpoint |
|---|---|---|---|
| global route | best_label[1]$_SDFFE_PP0P_ | best_label[1]$_SDFFE_PP0P_ | 2 |
| CTS | best_label[1]$_SDFFE_PP0P_ | best_label[1]$_SDFFE_PP0P_ | 2 |
| finish | min_dist[0]$_SDFFE_PP1P_ | min_dist[0]$_SDFFE_PP1P_ | 1 |
[layout make-up]
| cell class | count | area share, % |
|---|---|---|
| multi-input cells | 138 | 55.0 |
| flip-flops and latches | 22 | 22.9 |
| repair buffers | 14 | 7.30 |
| inverters | 33 | 6.45 |
| well taps | 70 | 4.56 |
| clock buffers | 3 | 2.15 |
| clock inverters | 1 | 1.56 |
[layer usage]
layer	global-route usage, %	part of all wire [%]	vias to the layer above
li1	-	-	687
met1	17.3	52	560
met2	18.5	44	19
met3	1.46	3.5	2
met4	0.962	0.71	0
met5	0	0	-
[layout by cell type (no fill, tap or decap), types with 2 or more instances in the layout]
cell type        count
mux2i_1              4
a21o_4               2
nand3_1              2
o211ai_1             2
a21o_1               5
xnor2_1              5
a31oi_1              5
o22a_1               6
nand2b_1             3
dfxtp_1             22
clkdlybuf4s50_1     14
o21ai_0              3
inv_1               33
o21ai_1              2
fa_1                 2
nor2_1              11
conb_1               5
ha_1                23
a21oi_1             18
nor2b_1              3
clkbuf_8             3
nand2_1             17
[critical path, cell delays in order]
cell             delay (ns)
clkdlybuf4s50_1        0.48
inv_1                  0.05
ha_1                   0.41
a21o_1                 0.27
a211oi_4               0.39
a21o_4                 0.19
mux2i_1                0.21
xnor2_1                0.11
ha_1                   0.31
a21oi_1                0.06
o21ai_0                0.17
a21oi_1                0.06
o211ai_1               0.66
nand2_1                0.32
o22a_1                 0.27
[kinds of logic (layout without fill, tap and decap cells)]
logic type | count (synthesis) | in the layout | share of synthesized area [%]
fa+ha+maj | 25 | 25 | 19.6
xor+xnor | 6 | 6 | 3.14
flops | 22 | 22 | 26.3
other cells | 1 | 5 | 0.224
mux | 5 | 5 | 3.07
buf+inv | 43 | 51 | 11.4
simple gates | 43 | 43 | 12.6
compound gates | 54 | 54 | 23.7
No activity file was given, so power comes from the tool's default toggle rates.
